**flow/config.mk**
```make
export PLATFORM = sky130hd
export DESIGN_NAME = Reg_file
export DESIGN_NICKNAME = Reg_file
export VERILOG_FILES = /design/flow/design.v
export SDC_FILE = /design/flow/constraint.sdc
export NUM_CORES = 4
export LEC_CHECK = 1
export CORE_UTILIZATION = 40
```
**flow/constraint.sdc**
```tcl
current_design Reg_file

set clk_period 5.9
set clk_io_pct 0.2

create_clock -name clk0 -period $clk_period [get_ports {clk}]

set non_clock_inputs [all_inputs -no_clocks]
set_input_delay [expr $clk_period * $clk_io_pct] -clock clk0 $non_clock_inputs
set_output_delay [expr $clk_period * $clk_io_pct] -clock clk0 [all_outputs]
```
**flow/design.v**
```verilog
module Reg_file (
    input logic clk,
    input logic [4:0] rd_rg1,
    input logic [4:0] rd_rg2,
    input logic [4:0] wr_rg,
    input logic [31:0] wr_data,
    input logic RegWrite,
    output logic [31:0] rd_data1,
    output logic [31:0] rd_data2
);
  logic [31:0] rg_file[31:0];
  always_ff @(posedge clk) begin
    if (RegWrite && wr_rg != 5'd0) begin
      rg_file[wr_rg] <= wr_data;
    end
  end
  always_comb begin
    rd_data1 = (rd_rg1 == 5'd0) ? 32'd0 : rg_file[rd_rg1];
    rd_data2 = (rd_rg2 == 5'd0) ? 32'd0 : rg_file[rd_rg2];
  end
endmodule
```
**flow/run.sh**
```bash
#!/bin/bash
# OpenROAD 26Q1-2900-gdf79404cd8, Yosys 0.63+post, stock flow scripts
make -C /OpenROAD-flow-scripts/flow DESIGN_CONFIG=/design/flow/config.mk WORK_HOME=/design/flow/orfs finish
```
==> results.py <==
# Physical implementation metrics
metrics = {
    "routing": {
        "viasPerCell": 6.37,
        "wl_per_cell_um": 35.4,
        "drc": 0,
        "wl_um": 158000,
        "ant_nets": 0,
        "drt-initial-drc-count": 1856,
        "route.vias.total": 28400,
        "dr.pass1.iters": 5,
    },
    "power_and_ir_drop": {
        "p_total_uw": 16400,
        "swShare_pct": 22.9,
        "ir_worst_vdd_uv": 239,
        "power_frac_clock_pct": 41.2,
        "power.density_nw_per_um2": 298,
        "internal_power_uw": 12700,
        "p_leak_uw": 0.0180,
        "p_switching_uw": 3770,
        "p_seq_share_pct": 49.6,
        "p_comb_share_pct": 9.2,
    },
    "floorplan": {
        "core_area_um2": 118000,
        "rows": 126,
        "io_pins": 113,
        "dieWidth_um": 348,
        "floorplan.core_util_pct": 40.5,
        "die_y_um": 348,
        "fp.dieArea_um2": 121000,
    },
    "global_routing": {
        "grt-ovfl-total": 0,
        "antenna_found_initial": 2,
        "grt_max_degree": 93,
        "grt_pass1_vias": 31700,
        "grt_pass1_wl_um": 224000,
        "grt_usage_pct": 28.7,
    },
    "synth": {
        "ys_area_um2": 47900,
        "largest_area_cell": "edfxtp_1",
        "postSynthCellCount": 2564,
        "synth_flops": 1024,
        "postSynth.asyncResetShare_pct": 0,
        "synth-edff-count": 1024,
        "top_area_share_pct": 64.2,
        "synth_area_um2": 47900,
        "synth.area.top_cells": "edfxtp_1, mux4_2, mux2i_1",
        "yosysMostFrequentCell": "edfxtp_1",
        "synth-main-ff-cell": "edfxtp_1",
        "common_cells": "edfxtp_1, mux2i_1, mux4_2, clkbuf_1, nand2_1",
        "synth.avg_cell_area_um2": 18.7,
        "ys_seq_share_pct": 64.2,
        "ys_warn_count": 1,
        "synth.distinct_cells": 39,
        "ys_cells": 2564,
    },
    "run": {
        "warnings": 26,
        "drv_cap": 0,
    },
    "final_timing": {
        "drv_slew": 0,
        "slew_headroom_pct": 29.0,
        "setup_viol": 0,
        "fin_crit_ps": 5490,
        "tightest_slew_ps": 1060,
        "hold_violations": 0,
        "grt_setup_unrepaired": "false",
        "fin_crit_sh_pct": 93.0,
        "setup_tns_ps": 0,
        "clock.fmax_mhz": 182,
    },
    "worst_setup_path": {
        "cp_num_buf_inv": 3,
        "crit_required_ps": 4720,
        "slowest_stage": "a311oi_1",
        "cp-startpoint": "rd_rg1[0]",
        "crit_path_end": "rd_data1[12]",
        "critPathTopFamily": "buffers and inverters",
        "worst-path-stages": 7,
        "cp_max_fo": 30,
        "slowest_delay_ps": 810,
        "startpoint_type": "primary input",
        "worstPathCellList": "buf_6, buf_4, mux4_2, nor2b_1, a211oi_1, a311oi_1, clkdlybuf4s50_1",
        "end_kind": "output port",
        "crit_type": "primary input to output port",
        "cp.arrival_ps": 4310,
    },
    "final_layout": {
        "largestRegisters": "rg_file (1024)",
        "regMostFlops": "rg_file",
        "largest_register_ffs": 1024,
        "n_fill_cell": 9532,
        "area_delta_synth_final_pct": 15.4,
        "drive_gt1_share_pct": 28.1,
        "fin_area_um2": 55300,
    },
    "clocking": {
        "cts-resized-gates": 0,
        "cts_setup_buffers": 0,
        "cts_buffers": 108,
        "clkTransAtPathRegs_ps": 60,
        "cts_buffer_depth": 3,
        "cts_hold_buf": 0,
        "root_buffer": "clkbuf_16",
        "clock-sinks": 1024,
        "cts_tree": "yes",
        "cts.htree.levels": 3,
    },
    "placed_design": {
        "port_buffers": 112,
        "post_dp_cell_area_um2": 51800,
        "hpwl_um": 91600,
        "gp_congestion": 0.900,
    },
    "run_status": {
        "outcome": "completed",
    },
    "hold_path": {
        "hold_path.class": "primary input to flop",
    },
}
==> kinds of logic (layout without fill, tap and decap cells) <==
family | after synthesis | in the layout | share of synthesized area [%]
compound gates | 374 | 374 | 6.15
buf+inv | 217 | 482 | 2.44
flops | 1024 | 1024 | 64.2
mux | 736 | 736 | 25.0
other cells | 1 | 33 | 0.00783
simple gates | 212 | 212 | 2.18
==> worst min path at each step <==
stage / depth (start not counted) / to / start / slack (ps)
CTS: 2 / rg_file[7][22] / wr_data[22] / 1290
finish: 2 / rg_file[15][15] / wr_data[15] / 1310
global route: 2 / rg_file[25][3] / wr_data[3] / 1330
==> power by group through the flow <==
stage / Clock [µW] / Sequential, µW / Combinational (µW)
after CTS: 6840 / 8160 / 1510
after global routing: 7100 / 8170 / 1600
final: 6770 / 8160 / 1510
==> per-stage QoR <==
step / std cells / hold slack (ps) / util [%] / worst slack [ps]
2_1_floorplan: 2595 / 1280 / - / 2130
3_3_place_gp: 4263 / 1990 / 43.7 / 497
3_5_place_dp: 4263 / 2010 / 43.7 / 502
4_1_cts: 4460 / 1290 / 46.7 / 491
5_1_grt: 4461 / 1330 / 46.7 / 364
6_report: 4461 / 1310 / 46.7 / 413
==> final cells by class <==
cell class	count	area, µm²	area share, %
repair buffers	283	2610	4.72
multi-input cells	1354	16400	29.7
diodes	1	2.50	0.00453
clock buffers	122	2800	5.06
well taps	1600	2000	3.62
clock inverters	75	709	1.28
inverters	2	8.76	0.0158
flip-flops and latches	1024	30700	55.6
==> routing by layer <==
metal  vias up  track usage [%]  routed length [µm]
met3       380             26.4               33100
met2      2595             40.0               70400
met4        16             9.12                6760
met1     14000             30.9               47100
met5         -             3.40                 406
li1      11500                -                   -
==> layout by cell type, fill, tap and decap left out, types with 3 or more instances in the layout <==
cell	synthesis	routed
nor2_4	0	33
nand2_1	85	85
clkinvlp_4	0	4
nand3b_1	6	6
mux2i_1	320	320
mux2_2	64	64
o21ai_1	4	4
o2111ai_1	10	10
a22oi_1	64	64
a211oi_2	11	11
mux4_2	316	316
clkinv_2	0	28
buf_8	0	4
inv_6	0	3
bufinv_16	0	12
a221oi_2	16	16
o221ai_1	64	64
buf_2	50	3
nor2b_1	37	32
a221oi_1	38	38
clkinv_4	0	4
clkbuf_16	0	110
nor2b_4	0	5
clkdlybuf4s50_1	0	102
buf_4	53	156
conb_1	1	32
edfxtp_1	1024	1024
clkbuf_1	98	12
a211oi_1	53	53
or3b_2	5	4
nand4_1	32	32
buf_12	0	16
o21ai_0	50	50
a311oi_1	32	32
mux4_1	36	36
a21oi_1	32	32
clkinv_1	0	23
Power figures rest on the tool's default switching activity, not on a simulated workload.
