## flow/config.mk

```make
export PLATFORM = sky130hd
export DESIGN_NAME = IF_ID
export DESIGN_NICKNAME = IF_ID
export VERILOG_FILES = /design/flow/design.v
export SDC_FILE = /design/flow/constraint.sdc
export NUM_CORES = 4
export LEC_CHECK = 1
export CORE_UTILIZATION = 40
```

## flow/constraint.sdc

```tcl
current_design IF_ID

set clk_period 3.3
set clk_io_pct 0.2

create_clock -name clk0 -period $clk_period [get_ports {clk}]

set non_clock_inputs [all_inputs -no_clocks]
set_input_delay [expr $clk_period * $clk_io_pct] -clock clk0 $non_clock_inputs
set_output_delay [expr $clk_period * $clk_io_pct] -clock clk0 [all_outputs]
```

## flow/design.v

```verilog
module IF_ID (
    input logic clk,
    input logic reset,
    input logic if_id_write,
    input logic flush,
    input logic [31:0] pc_in,
    input logic [31:0] instr_in,
    output logic [31:0] pc_out,
    output logic [31:0] instr_out
);
  always_ff @(posedge clk) begin
    if (reset || flush) begin
      pc_out <= 32'b0;
      instr_out <= 32'b0;
    end else if (if_id_write) begin
      pc_out <= pc_in;
      instr_out <= instr_in;
    end
  end
endmodule
```

## flow/run.sh

```bash
#!/bin/bash
# OpenROAD 26Q1-2900-gdf79404cd8, Yosys 0.63+post, stock flow scripts
make -C /OpenROAD-flow-scripts/flow DESIGN_CONFIG=/design/flow/config.mk WORK_HOME=/design/flow/orfs finish
```

==> flow_metrics.py <==
# Flow results
metrics = {
    "grt": {
        "grt_pass1_wl_um": 8020,
        "grt_max_degree": 42,
        "grt_use_total_pct": 16.9,
        "grt_pass1_vias": 1767,
        "overflow": 0,
        "antenna_found_initial": 0,
    },
    "power": {
        "power.leakage_nw": 1.58,
        "irDropWorstVdd_mv": 0.282,
        "powerDensity_mw_per_mm2": 429,
    },
    "clock_tree": {
        "clockRootBuffer": "clkbuf_8",
        "post_cts_resized": 0,
        "post_cts_buffers": 0,
        "cts_made_buffers": 9,
        "cts_sinks": 64,
        "hold_buffers": 0,
        "worstSkewPairLatency_ps": 320,
        "clk_pin_slew_ps": 60,
        "cts_tree": "built",
        "htree_levels": 3,
        "clock_path_buffers": 2,
    },
    "yosys": {
        "top_cell_area_share_pct": 54.6,
        "yosys.area.top_type": "dfxtp_1",
        "ys_cells": 207,
        "ys_area_mm2": 0.00235,
        "async_reset_ff_share_pct": 0,
        "syn-mean-instance-area_um2": 11.3,
        "ff_type": "dfxtp_1",
        "ys_seq_share_pct": 54.6,
        "yosys_register_bits": 64,
        "edf_count": 0,
        "synth_cell_types": 6,
        "synthTopCellsByArea": "dfxtp_1, mux2i_1, nor2_1",
        "syn_inst": 207,
        "yosysWarnings": 1,
        "syn_area_mm2": 0.00235,
        "common_cells": "dfxtp_1, mux2i_1, nor2_1",
    },
    "drt": {
        "diodes": 0,
        "vias": 1837,
        "drtIter0Drc": 58,
        "viasPerCell": 4.44,
        "drt_wl_total_um": 5030,
        "ant_nets": 0,
        "first_pass_iters": 4,
        "drc_errors": 0,
        "routedWlPerCell_um": 12.1,
    },
    "placed_design": {
        "dp_hpwl_um": 3410,
        "portBuffers": 131,
        "placed_cell_area_mm2": 0.00361,
        "place_ws_ps": 1280,
        "globalplace.congestion": 0.732,
        "dp_cells": 398,
    },
    "worst_setup_path": {
        "path_delay_family": "buffers and inverters",
        "max_stage_delay_ps": 500,
        "slowest_stage": "clkdlybuf4s50_1",
        "worst-path-buf-inv": 1,
        "criticalPathCategory": "reg -> out",
        "cp_max_fo": 2,
        "cp_cell_sequence": "clkdlybuf4s50_1",
        "arrival_ps": 1150,
        "endpoint_kind": "output port",
        "start_kind": "flip-flop",
        "crit_required_ps": 2640,
    },
    "finish": {
        "drive_gt1_share_pct": 5.56,
        "design_area_mm2": 0.00379,
        "fin_cells": 414,
        "syn2layout_area_growth_pct": 61.4,
        "fillerInstances": 442,
        "final_util_pct": 68.0,
    },
    "floorplan": {
        "dieWidth_um": 78.6,
        "die_y_um": 78.6,
        "core_area_mm2": 0.00557,
        "fp-utilization_pct": 42.1,
        "ios": 132,
        "num_rows": 27,
        "fp.dieArea_mm2": 0.00618,
    },
    "final_timing": {
        "slew_headroom_pct": 65.5,
        "hold_viol_final": 0,
        "fin_skew_ps": 0,
        "tns_ps": 0,
        "setup_ws_ps": 1490,
        "rsz0062_at_grt": "false",
        "max_freq_mhz": 554,
        "setup_viol": 0,
        "fin_crit_sh_pct": 54.7,
        "drv_slew": 0,
        "tightest_slew_ps": 517,
        "layout_min_cycle_time_ps": 1810,
    },
    "run_status": {
        "status": "completed",
    },
    "min_path": {
        "hold_class": "reg -> reg",
    },
    "run": {
        "drv_cap": 0,
        "warning_count": 26,
    },
}
## per-layer routing
metal	part of all wire (%)	GRT usage [%]
met1	45	23.5
met4	2.2	4.07
met2	42	25.3
met3	12	6.26
met5	0	0
## final cells by class
class                   count  area (um^2)  area share [%]
multi-input cells         129          887            23.4
clock inverters             3         15.0           0.396
flip-flops and latches     64         1280            33.8
well taps                  72         90.1            2.38
clock buffers              13          169            4.46
repair buffers            133         1350            35.6
## flip-flops by register name (all words and copies together), names as in the netlist
name / flops
instr_out: 32
pc_out: 32
## report_power, final
group / internal, W / switching (W)
registers: 0.000798 / 0.0000118
logic: 0.000151 / 0.0000638
clock network: 0.000331 / 0.000273
## path summary, 6_finish.rpt
| kind | cells past startpoint | end | slack (ps) | start |
|---|---|---|---|---|
| setup / recovery | 1 | instr_out[7] | 1490 | instr_out[7]$_SDFFE_PP0P_ |
| setup reg to reg | 2 | pc_out[16]$_SDFFE_PP0P_ | 2670 | pc_out[16]$_SDFFE_PP0P_ |
| hold / removal | 2 | instr_out[15]$_SDFFE_PP0P_ | 490 | instr_out[15]$_SDFFE_PP0P_ |
| hold reg to reg | 2 | instr_out[15]$_SDFFE_PP0P_ | 490 | instr_out[15]$_SDFFE_PP0P_ |
## kinds of logic (layout without fill, tap and decap cells)
group                  count (synthesis)  after routing  synth area share (%)
muxes                                 64             64                  27.3
and+or+nand+nor                       65             65                  10.5
DFF                                   64             64                  54.6
buffers and inverters                 14            149                  7.67
## placed cells by master, fill, tap and decap left out
master / Yosys / final
clkbuf_1: 0 / 1
clkdlybuf4s50_1: 0 / 130
buf_4: 0 / 1
clkbuf_8: 0 / 12
or2_2: 0 / 1
mux2i_1: 64 / 64
nor2_1: 64 / 64
clkinv_2: 0 / 3
buf_12: 0 / 2
dfxtp_1: 64 / 64
## through the flow
step / hold slack [ps] / total power, W
after detailed placement: 479 / 0.00104
after global placement: 470 / 0.00104
after floorplan: 437 / 0.000918
after global routing: 516 / 0.00171
after CTS: 496 / 0.00166
final: 490 / 0.00163
Power is estimated from default activity; no workload was simulated.
