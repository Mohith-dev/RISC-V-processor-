==> design/flow/design.v <==
module ALU(
	input logic [3:0] alu_ctrl,
	input logic [31:0] a,
	input logic [31:0] b,
	output logic [31:0] alu_result,
	output logic zero
);	
always_comb begin : ALU_logic
	case(alu_ctrl)
	4'b0000: alu_result = a & b;
	4'b0001: alu_result = a | b;
	4'b0010: alu_result = a + b;
	4'b0110: alu_result = a - b;
	default: alu_result = 32'b0;
	endcase
	zero = (alu_result == 0);
end
endmodule
==> design/flow/run.sh <==
#!/bin/bash
# OpenROAD 26Q1-2900-gdf79404cd8, Yosys 0.63+post, stock flow scripts
make -C /OpenROAD-flow-scripts/flow DESIGN_CONFIG=/design/flow/config.mk WORK_HOME=/design/flow/orfs finish
==> design/flow/config.mk <==
export PLATFORM = sky130hd
export DESIGN_NAME = ALU
export DESIGN_NICKNAME = ALU
export VERILOG_FILES = /design/flow/design.v
export SDC_FILE = /design/flow/constraint.sdc
export NUM_CORES = 4
export LEC_CHECK = 1
export CORE_UTILIZATION = 40
==> design/flow/constraint.sdc <==
current_design ALU

set clk_period 20.6
set clk_io_pct 0.2

create_clock -name clk0 -period $clk_period

set non_clock_inputs [all_inputs -no_clocks]
set_input_delay [expr $clk_period * $clk_io_pct] -clock clk0 $non_clock_inputs
set_output_delay [expr $clk_period * $clk_io_pct] -clock clk0 [all_outputs]
==> job_summary.md <==
### Flow metrics

| Metric | Value |
|---|---|
| RSZ-0062 raised after global routing | no |
| Status | finished clean |
| Worst min-delay path class | primary input to output port |
| Post-synth seq share | 0% |
| Pwr/cell area | 29.4 nW/µm² |
| Arr. time, crit path | 9.93 ns |
| DRC Markers | 0 |
| Total die area | 8460 µm² |
| VDD IR-drop max | 13.4 µV |
| Crit-path cells | clkdlybuf4s50_1 > buf_4 > nor3b_2 > buf_4 > nand2_1 > o21ai_0 > fa_1 > nand2b_1 > a211oi_1 > o21ai_0 > a31o_1 > or4_1 > nor4_1 > or4b_1 > nor4_1 > nand4b_1 > nor3_2 > clkdlybuf4s50_1 |
| GRT overflow | 0 |
| 1st-iter DRT viols | 237 |
| Share of post-route cells with drive strength above 1 | 2.41% |
| Max Cap Viol | 0 |
| First-pass GRT wire length | 19200 µm |
| Filler instances | 752 |
| Final tally of max-slew violations | 0 |
| Starting Density | 41.7% |
| Leading area contributor after synthesis | ha_1 |
| Vias per cell | 5.84 |
| Leakage power total | 1.73 nW |
| CP Launch Type | primary input |
| Placed Area | 4350 µm² |
| Fmax | 0.0712 GHz |
| Synth area leaders | ha_1, nand2_1, a21oi_1, xnor2_1, xor2_1 |
| Vias in the first global route | 3677 |
| Yosys warns | 1 |
| Horiz. Die Dim | 92.0 µm |
| Kind of critical path | primary input to output port |
| Gr usage total | 28.9% |
| WP buf/inv | 4 |
| IO buf count | 101 |
| N_diodes | 0 |
| Num ports | 101 |
| Syn Area/Cell | 6.58 µm² |
| Cell with the most instances after synthesis | nand2_1 |
| Post-DP HPWL | 9830 µm |
| Crit. End Element | output port |
| Fin area | 4350 µm² |
| CP max stage cell | nand2_1 |
| Biggest cell delay along the critical path | 0.52 ns |
| WP depth | 18 |
| Fin Setup TNS | 0 ns |
| Top cell area share | 13.1% |
| DR vias | 3986 |
| Worst-Margin Slew | 0.982 ns |
| Crit path max-delay family | simple AND/OR/NAND/NOR gates |
| Post-Syn Area | 3240 µm² |
| Count of cell types in the netlist | 66 |
| Yosys Chip Area | 3240 µm² |
| Die H | 92.0 µm |
| Worst slew margin relative to its limit | 33.5% |
| Hold_sp | a[3] |
| Worst Path Max Fanout | 40 |
| Fin. Hold Viols | 0 |
| # setup viols final | 0 |
| Register Area | 0 µm² |
| Tmin final | 14.05 ns |
| Router iterations before antenna repair | 5 |
| Syn Inst Count | 492 |
| Final core utilization | 55.9% |
| Total wire length | 12000 µm |
| Core footprint | 7770 µm² |
| # Post-CTS Setup Buffers | 0 |
| Post-CTS resize count | 0 |
| Yosys stat cell total | 492 |
| Antenna-violating nets left | 0 |
| Cts-stage hold buffer count | 0 |
| CP required | 16.48 ns |
| Number of sequential cells | 0 |
| Area growth, synth to finish | 34.2% |
| Log Warnings | 35 |
| Cycle use final | 68.2% |
| Hold endpoint | alu_result[3] |
| Largest net degree at the start of global routing | 41 |
| Hold path depth | 4 |
| WL/cell | 17.6 µm |
| Most frequent cells after synthesis | nand2_1, a21oi_1, nor2_1 |
| Antenna violations before repair | 0 |
| Rows | 32 |
| Global placer's final weighted congestion | 1.01 |
| Clkbuf count | 0 |
## report_power, final
part	total (mW)	leakage, nW	internal, mW	switching [mW]
clock	0	0	0	0
sequential	0	0	0	0
combinational	0.128	1.73	0.0608	0.0671
## metrics by stage
step	hold WS, ns	std cells	power (mW)	setup slack, ns
floorplan	8.38	492	0.0776	8.27
global placement	9.33	683	0.126	6.65
detailed placement	9.31	683	0.126	6.54
CTS	9.32	683	0.126	6.54
global route	9.35	683	0.140	6.03
finish	9.32	683	0.128	6.55
## logic make-up after synthesis
| kind of cell | after synthesis | synth area share [%] |
|---|---|---|
| AOI/OAI and AO/OA | 158 | 30.6 |
| buffers and inverters | 29 | 3.67 |
| and+or+nand+nor | 189 | 28.6 |
| xor gates and xnor gates | 52 | 14.3 |
| muxes | 5 | 1.55 |
| adders and majority gates | 59 | 21.3 |
## metal layers
metal	GRT usage [%]	share of wire [%]	routed length, µm
met4	1.69	0.90	108
met5	0	0	0
met1	47.5	51	6130
met2	42.8	41	4880
met3	1.77	7.6	912
## cells in the final DEF (no fill, tap or decap), types with 8 or more instances in the layout
| master | n |
|---|---|
| a21o_1 | 10 |
| o21ai_0 | 34 |
| xor2_1 | 25 |
| xnor2_1 | 26 |
| inv_1 | 13 |
| nand2_1 | 66 |
| clkdlybuf4s50_1 | 101 |
| nor3_1 | 14 |
| o21ai_1 | 12 |
| nand3_1 | 10 |
| ha_1 | 34 |
| or3_1 | 8 |
| a21oi_1 | 47 |
| maj3_1 | 21 |
| nor2_1 | 38 |
| nand2b_1 | 8 |
| a31oi_1 | 8 |
## worst max path at each step
stage / startpoint / end / slack (ns)
after global routing: alu_ctrl[0] / zero / 6.03
final: alu_ctrl[0] / zero / 6.55
after CTS: alu_ctrl[0] / zero / 6.54
## final cells by class
type	count	area (µm²)	area share (%)
inverters	13	48.8	1.12
well taps	102	128	2.94
repair buffers	105	1040	24.0
multi-input cells	463	3130	72.0
Power and IR drop assume default switching activity.
